==> flow/config.mk <==
export PLATFORM = sky130hd
export DESIGN_NAME = mealy_fsm
export DESIGN_NICKNAME = mealy_fsm
export VERILOG_FILES = /design/flow/design.v
export SDC_FILE = /design/flow/constraint.sdc
export NUM_CORES = 4
export LEC_CHECK = 1
export CORE_AREA = 10 10 70 70
export DIE_AREA = 0 0 80 80
==> flow/constraint.sdc <==
current_design mealy_fsm

set clk_period 1.2
set clk_io_pct 0.2

create_clock -name clk0 -period $clk_period [get_ports {clk_i}]

set non_clock_inputs [all_inputs -no_clocks]
set_input_delay [expr $clk_period * $clk_io_pct] -clock clk0 $non_clock_inputs
set_output_delay [expr $clk_period * $clk_io_pct] -clock clk0 [all_outputs]
==> flow/design.v <==
module mealy_fsm(
	clk_i,
	rst_i,
	mealy_i,
	mealy_o
);
input clk_i;
input rst_i;
input mealy_i;
output logic mealy_o;
typedef enum logic [1:0]{  
	S0 = 2'b00,
	S1 = 2'b01,
	S2 = 2'b10,
	S3 = 2'b11
} state_t;
state_t state, next_state;
always_comb begin : next_state_logic
	mealy_o = 1'b0;
	case(state)
		S0: begin
			if (mealy_i)
				next_state = S1;
			else
				next_state = S0;
		end
		S1: begin
			if(mealy_i)
				next_state = S1;
			else
				next_state = S2;
		end
		S2: begin
			if(mealy_i)
				next_state = S3;
			else
				next_state = S0;
		end
		S3: begin
			if(mealy_i)
				next_state = S1;
			else begin
				next_state = S0;
				mealy_o = 1'b1;
			end
		end
		default: begin 
			next_state = S0;
		end
	endcase
end
always_ff @(posedge clk_i or negedge rst_i) begin : state_transition
	if (!rst_i)
		state <= S0;
	else
		state <= next_state;
end
endmodule
==> flow/run.sh <==
#!/bin/bash
# OpenROAD 26Q1-2900-gdf79404cd8, Yosys 0.63+post, stock flow scripts
make -C /OpenROAD-flow-scripts/flow DESIGN_CONFIG=/design/flow/config.mk WORK_HOME=/design/flow/orfs finish
==> summary.txt <==
impl run done, here's what came out: final setup vio count=0, Cell Chain, Critical Path=nor2b_1 > clkdlybuf4s15_1, Chip Width=80 µm, vias=~100, Post-synth seq share=between 70% and 80%, PwrDens=between 1000 and 1500 mW/mm², comb. cell area=36.3 µm², Pre-antenna DRT Iters=2, Setup Skew=6.89 ps, Largest Register=state, via count of the first global-routing pass=119, Fmax achieved=slightly below 900 MHz, fin crit share=~94%, DP HPWL=between 200 and 250 µm, DRT iter0 DRCs=21, Yosys warning count=1, VDD IR max=around 0.25 mV, Final min period=approximately 1100 ps, WS Path Type=flip-flop to output port, WL final=approximately 310 µm, CTS tree=built, yosys stat chip area=around 140 µm², core area=~0.0034 mm², Pre-Place Util=~4.0%, Complex Gates by Area=under 10%, total congestion overflow=0, Logic pwr share=7.3%, post-CTS sizing=3, final hold viol count=0, Adder Area Share=0%, vias per cell=about 1.6, CP Launch Type=flip-flop, Critical Path Max Stage Delay=around 370 ps, post-CTS setup buffers=0, data arrival time of the critical path=just under 900 ps, fin util=between 7 and 8%, total power=between 0.3 and 0.4 mW, H-tree Lvls=1, first-pass GRT wire length=roughly 550 µm, class of the worst hold path=primary input to asynchronous set/reset pin, DR WL/cell=approximately 4.7 µm, MUX share of area=0%, worst-path maximum fanout=2, RSZ-0062 raised after global routing=false, slowest CP cell=dfrtp_1, Tool Warnings=25, largest net degree at the start of global routing=5, Post-Synth Simple-Gate Area=roughly 20%, die extent in y=80 µm, flops & latches, synth=4, Mapped Area=roughly 140 µm², Post-Syn Instances=10, clock share of power=roughly 51%, CTS max path bufs=2, initial antenna violation count=1, syn_area_per_cell=about 14 µm², # IOs=4, static leakage=around 0.10 nW, Chip Area=approximately 0.0064 mm², worst-margin pin slew=about 200 ps, Cell Type Count=7, # clock sinks=4, Port Buffers=3, Flop pwr share=a little over two fifths, DRC=0, hold buffer count at cts=0, top flop regs=state x4, most frequent cells in the layout=clkbuf_4 (3), dfrtp_1 (3), nor2b_1 (2), buf_4 (2), clock-pin slew on the worst setup and hold paths=~40 ps, GPL Wtd Cong=around 0.66, Final ANT Viol Nets=0, Net Sw Power=around 0.074 mW, slew margin rel.=between 80% and 90%, Sequential Area=101 µm², smallest hold slack=~200 ps, Pint=between 0.2 and 0.3 mW, dominant kind of combinational cell=simple AND/OR/NAND/NOR gates, clk ins delay skew pair=240 ps, Worst EP required=approximately 960 ps, row count=21, CTS root buf=clkbuf_4, Filler cells=403, switch share=approximately 20%, crit end category=output port, yosys cell count=10, layout cells sized above 1=a little under a third, Setup TNS=0 ps, xor+xnor area frac=0%, fin. max-slew vios=0, max_cap viols=0, max reg flops=4, cts bufs inserted=3, status=completed, GRT Total Usage=around 1.3%, area grow syn2layout=94.5%
[worst max-delay path, delay by kind of cell (launching register included)]
| kind | cells | cell delay [ps] |
|---|---|---|
| buffers and inverters | 1 | 160 |
| and+or+nand+nor | 1 | 130 |
| DFF | 1 | 370 |
[cells by family (layout without fill, tap and decap cells)]
kind of cell           count (synthesis)  after routing
AOI/OAI and AO/OA                      1              1
buffers and inverters                  0              9
DFF                                    4              4
other                                  0              1
and+or+nand+nor                        5              5
[power groups by stage]
stage | clock network, mW | logic [mW] | registers [mW]
finish | 0.183 | 0.0266 | 0.153
global route | 0.212 | 0.0297 | 0.154
CTS | 0.195 | 0.0267 | 0.153
[final cells by class]
| class | count | share of cell area [%] |
|---|---|---|
| flip-flops and latches | 4 | 37.9 |
| well taps | 46 | 21.5 |
| repair buffers | 5 | 16.4 |
| multi-input cells | 6 | 13.6 |
| clock buffers | 4 | 9.81 |
| diodes | 1 | 0.935 |
[per-stage QoR]
step / instance area, µm² / setup WS (ps) / std cells
after floorplan: 138 / 454 / 10
after global placement: 240 / -280 / 61
after detailed placement: 240 / -282 / 61
after CTS: 265 / 46.8 / 65
after global routing: 268 / 25.8 / 66
final: 268 / 66.8 / 66
[cells in the mapped netlist]
cell	count	area (µm²)
o31a_1	1	8.76
dfrtp_1	3	75.1
dfstp_2	1	26.3
nor3_1	1	5.00
nor2_1	1	3.75
and2_1	1	6.26
nor2b_1	2	12.5
[path summary, 6_finish.rpt]
check                          from  endpoint  slack [ps]  cells past startpoint
min                           rst_i  state[1]         200                      1
min in group clk0           mealy_i  state[0]         400                      3
max in group asynchronous     rst_i  state[0]         760                      1
max reg2reg                state[3]  state[2]         350                      2
max                        state[3]   mealy_o          70                      2
min reg2reg                state[1]  state[3]         500                      1
[layer usage]
layer	up-vias	part of all wire, %	track usage [%]
li1	54	-	-
met1	43	43	1.07
met2	6	29	1.20
met3	0	28	2.50
met4	0	0	0.352
met5	-	0	0
No activity file was given, so power comes from the tool's default toggle rates.
