### design/flow/constraint.sdc
current_design moore_fsm

set clk_period 1.0
set clk_io_pct 0.2

create_clock -name clk0 -period $clk_period [get_ports {clk_i}]

set non_clock_inputs [all_inputs -no_clocks]
set_input_delay [expr $clk_period * $clk_io_pct] -clock clk0 $non_clock_inputs
set_output_delay [expr $clk_period * $clk_io_pct] -clock clk0 [all_outputs]
### design/flow/run.sh
#!/bin/bash
# OpenROAD 26Q1-2900-gdf79404cd8, Yosys 0.63+post, stock flow scripts
make -C /OpenROAD-flow-scripts/flow DESIGN_CONFIG=/design/flow/config.mk WORK_HOME=/design/flow/orfs finish
### design/flow/config.mk
export PLATFORM = sky130hd
export DESIGN_NAME = moore_fsm
export DESIGN_NICKNAME = moore_fsm
export VERILOG_FILES = /design/flow/design.v
export SDC_FILE = /design/flow/constraint.sdc
export NUM_CORES = 4
export LEC_CHECK = 1
export CORE_AREA = 10 10 70 70
export DIE_AREA = 0 0 80 80
### design/flow/design.v
module moore_fsm(
	clk_i,
	rst_i,
	next_i,
	out_o
);
input logic clk_i, rst_i, next_i;
output logic out_o;
typedef enum logic [2:0] {  
        S0_MOORE, 
        S1_MOORE, 
        S2_MOORE, 
        S3_MOORE, 
        S4_MOORE 
} states_moore;
    states_moore state_moore;
always_ff @(posedge clk_i) begin
	if (rst_i) begin
            out_o <= 1'b0;
            state_moore <= S0_MOORE;
        end else begin
            case (state_moore) 
                S0_MOORE: begin
                    out_o <= 1'b0;
                    if (next_i) begin
                        state_moore <= S1_MOORE;
                    end
                end
                S1_MOORE: begin 
                    out_o <= 1'b0;
                    if (!next_i) begin 
                        state_moore <= S2_MOORE;
                    end else begin
                        state_moore <= S1_MOORE;
                    end
                end
                S2_MOORE: begin  
                    out_o <= 1'b0;
                    if (next_i) begin  
                        state_moore <= S3_MOORE;
                    end else begin
                        state_moore <= S0_MOORE;
                    end
                end
                S3_MOORE: begin 
                    out_o <= 1'b0;
                    if (next_i) begin 
                        state_moore <= S4_MOORE;
                    end else begin
                        state_moore <= S2_MOORE;
                    end
                end
                S4_MOORE: begin 
                    out_o <= 1'b1;
                    if (next_i) begin
                        state_moore <= S1_MOORE;
                    end else begin
                        state_moore <= S2_MOORE;
                    end
                end
                default: begin
                    out_o <= 1'b0;
                    state_moore <= S0_MOORE; 
                end
            endcase
        end
    end	 
endmodule
==> impl_metrics.env <==
# physical design summary
export IMPL_hold_path_depth=1
export IMPL_cap_violations=0
export IMPL_worstSkewPairLatency_ns=0.25
export IMPL_timing_critical_path_slowest_cell_delay_ns=0.29
export IMPL_route_antenna_diode_count=0
export IMPL_route_final_wire_length_um=368
export IMPL_synthesized_cell_area_um2=178
export IMPL_drt_pass1_iterations=2
export IMPL_finalCritPeriodShare_pct=96.2
export IMPL_floorplan_die_height_um=80
export IMPL_remaining_drc_errors=0
export IMPL_placeableCoreArea_um2=3420
export IMPL_yosys_stat_area_um2=178
export IMPL_cell_with_the_largest_stage_delay_on_the_worst_path="sky130_fd_sc_hd__dfxtp_1"
export IMPL_overflow_left_after_global_routing=0
export IMPL_clockBufferDepth=2
export IMPL_r2r_start="state_moore[3]"
export IMPL_overall_power_w=0.000500
export IMPL_routed_wire_length_per_instance_um=5.49
export IMPL_timing_worst_slew_pin_value_ns=0.208
export IMPL_report_final_hold_viol_count=0
export IMPL_power_leakage_nw=0.107
export IMPL_gp_congestion=0.685
export IMPL_area_leaders="sky130_fd_sc_hd__dfxtp_1 68%, sky130_fd_sc_hd__and3b_1 9.9%, sky130_fd_sc_hd__nor3_1 8.5%"
export IMPL_chip_area_um2=6400
export IMPL_placementRows=21
export IMPL_viasPerCell=1.97
export IMPL_endpoint_kind="output pin"
export IMPL_post_place_cells=64
export IMPL_critical_path_class="reg2out"
export IMPL_vdd_ir_drop_max_uv=257
export IMPL_layoutNonFillerInstCount=67
export IMPL_max_clock_freq_mhz=1040
export IMPL_ys_seq_share_pct=67.6
export IMPL_slew_limit_headroom_pct=86.0
export IMPL_ordered_cell_list_for_the_critical_path="dlygate4sd2_1"
export IMPL_synth_yosys_warnings=1
export IMPL_initial_drc_count=16
export IMPL_finalSetupViolCount=0
export IMPL_vias=132
export IMPL_worst_endpoint_arrival_ns=0.76
export IMPL_global_route_usage_total_pct=1.48
export IMPL_pwr_cell_area_nw_per_um2=1750
export IMPL_r2r_end="state_moore[2]"
export IMPL_top_family_by_delay_on_critical_path="flip-flops"
export IMPL_post_synth_cell_area_avg_um2=11.8
export IMPL_cts_max_level=1
export IMPL_openroad_warnings=25
export IMPL_timing_hold_worst_start="state_moore[4]"
export IMPL_placement_io_buffers=3
export IMPL_number_of_antenna_violations_at_the_first_check_in_global_routing=0
export IMPL_final_antenna_violating_net_count=0
export IMPL_pre_cts_slack_ns=-0.0793
export IMPL_yosysCellCount=15
export IMPL_fill_cell_count=402
export IMPL_hold_path_end="state_moore[1]"
export IMPL_final_seq_area_um2=120
export IMPL_floorplan_die_width_um=80
export IMPL_initCoreUtil_pct=5.20
export IMPL_synthDominantCellAreaShare_pct=67.6
export IMPL_syn_inst=15
export IMPL_grt_start_max_net_pins=7
export IMPL_final_util_pct=8.39
export IMPL_status="finished clean"
export IMPL_timing_critical_path_required_ns=0.80
export IMPL_critical_path_n_buffers_inverters=1
export IMPL_critical_path_max_fanout=1
export IMPL_fin_area_um2=287
export IMPL_numSynthFlops=6
export IMPL_rsz0062_at_grt="false"
export IMPL_logic_area_um2=57.6
export IMPL_worst_clock_skew_ns=0.00501
export IMPL_slew_viol_final=0
export IMPL_ff2ff_setup_slack_ns=0.28
export IMPL_grt_pass1_vias=136
export IMPL_worstHoldPathType="reg2reg"
export IMPL_reg2regPathDepth=2
export IMPL_finalWorstPathRequiredPeriod_ns=0.962
export IMPL_synthDistinctLibCells=7
export IMPL_yosys_top_cell_by_area="sky130_fd_sc_hd__dfxtp_1"
export IMPL_finalWorstSetupSlack_ns=0.0381
export IMPL_cts_made_buffers=3
export IMPL_first_pass_grt_wire_length_um=662
export IMPL_tritoncts="built"
export IMPL_clkSlewWorstSetupHoldPaths_ns=0.05
export IMPL_cts_sinks=6
export IMPL_ctsRootBufferMaster="sky130_fd_sc_hd__clkbuf_4"
export IMPL_io_pins=4
export IMPL_worst_setup_path_start_kind="register"
export IMPL_drive_above_1_share_pct=14.3
export IMPL_area_growth_from_synthesis_to_final_layout_pct=61.3
export IMPL_placement_cell_area_um2=265
## layout make-up
| type | count | share of cell area, % |
|---|---|---|
| flip-flops and latches | 6 | 41.9 |
| clock buffers | 3 | 7.86 |
| repair buffers | 3 | 10.0 |
| well taps | 46 | 20.1 |
| multi-input cells | 9 | 20.1 |
## metrics by stage
step | setup TNS, ns | hold slack (ns)
6_report | 0 | 0.481
5_1_grt | 0 | 0.510
4_1_cts | 0 | 0.484
3_5_place_dp | -0.179 | 0.477
3_3_place_gp | -0.0946 | 0.466
2_1_floorplan | 0 | 0.272
## power breakdown
part / leakage (nW) / switching, W / internal (W)
clock: 0.0138 / 0.0000905 / 0.000136
combinational: 0.0442 / 0.00000957 / 0.0000137
sequential: 0.0490 / 0.00000349 / 0.000247
total: 0.107 / 0.000104 / 0.000397
## how the worst max path moves through the flow
stage	startpoint	to	slack [ns]	cells past startpoint
finish	out_o	out_o	0.04	1
global route	out_o	out_o	0.01	1
CTS	out_o	out_o	0.03	1
## sequential cells by signal (all words and copies together), names as in the netlist
name	flops
out_o	1
state_moore	5
## cells in the mapped netlist, drive strengths merged
library cell  count
dfxtp             6
nor3              3
and3b             2
nor2              1
nor2b             1
nor3b             1
o21bai            1
## layout by cell type, fill, tap and decap left out
master,count
sky130_fd_sc_hd__clkdlybuf4s50_1,2
sky130_fd_sc_hd__o21bai_1,1
sky130_fd_sc_hd__dlygate4sd2_1,1
sky130_fd_sc_hd__clkbuf_4,3
sky130_fd_sc_hd__nor2_1,1
sky130_fd_sc_hd__dfxtp_1,6
sky130_fd_sc_hd__and3b_1,2
sky130_fd_sc_hd__nor2b_1,1
sky130_fd_sc_hd__nor3b_1,1
sky130_fd_sc_hd__nor3_1,3
## layer usage
| metal | global-route usage [%] | up-vias | routed length (um) |
|---|---|---|---|
| li1 | - | 64 | - |
| met1 | 1.60 | 57 | 168 |
| met2 | 1.12 | 7 | 85 |
| met3 | 2.61 | 4 | 102 |
| met4 | 0.528 | 0 | 12 |
| met5 | 0 | - | 0 |
## cells by family after synthesis
family | after synthesis | synth area share, %
AND-OR/OR-AND | 1 | 4.23
flip-flops | 6 | 67.6
AND/OR/NAND/NOR | 8 | 28.2
## what timing repair did
action / in CTS / in global routing
gates resized: 1 / 0
setup endpoints to repair: 1 / 0
hold buffers: 0 / 0
buffers inserted: 0 / 0
Power is estimated from default activity; no workload was simulated.
